$ cat ./design.v
`timescale 1ns / 1ps
module clk_1ms(
	input clk,
	input reset,
	output clk_1ms
    );
reg[20:0] count;
reg second_m;
initial count <= 0;
	always@(posedge clk)begin
		if(reset || (count == 49999))begin
			count <= 0;
			second_m <= 1;
		end
		else begin
			count <= count + 1;
			second_m <= 0;
			end
		end
assign clk_1ms = second_m;
endmodule
$ cat ./run.sh
#!/bin/bash
# OpenROAD 26Q1-2900-gdf79404cd8, Yosys 0.63+post, stock flow scripts
make -C /OpenROAD-flow-scripts/flow DESIGN_CONFIG=/design/flow/config.mk WORK_HOME=/design/flow/orfs finish
$ cat ./constraint.sdc
current_design clk_1ms

set clk_period 3.4
set clk_io_pct 0.2

create_clock -name clk0 -period $clk_period [get_ports {clk}]

set non_clock_inputs [all_inputs -no_clocks]
set_input_delay [expr $clk_period * $clk_io_pct] -clock clk0 $non_clock_inputs
set_output_delay [expr $clk_period * $clk_io_pct] -clock clk0 [all_outputs]
$ cat ./config.mk
export PLATFORM = sky130hd
export DESIGN_NAME = clk_1ms
export DESIGN_NICKNAME = clk_1ms
export VERILOG_FILES = /design/flow/design.v
export SDC_FILE = /design/flow/constraint.sdc
export NUM_CORES = 4
export LEC_CHECK = 1
export CORE_AREA = 10 10 80 80
export DIE_AREA = 0 0 90 90
==> flow_metrics.py <==
# Synthesis and PnR figures
metrics = {
    "job": {
        "log.warning_count": 25,
        "drv_cap": 0,
    },
    "routing": {
        "num_antenna_cells": 0,
        "ant_nets": 0,
        "drt_first_pass_iters": 4,
        "vias_per_cell": 4.07,
        "vias": 724,
        "drt_iter0_drc": 59,
        "wl_per_cell_um": 9.62,
        "routed_wl_um": 1710,
        "drc_errors": 0,
    },
    "status": {
        "status": "finished, final reports clean",
    },
    "final_timing": {
        "maxSlewHeadroom": 0.523,
        "fmax_mhz": 493,
        "fin_skew_ns": 0.00141,
        "setup_violations": 0,
        "period_used_share": 0.597,
        "hold_violations": 0,
        "period_needed_ns": 2.03,
        "worstMarginPinSlew_ns": 0.715,
        "setup_tns_ns": 0,
        "rsz0062_at_grt": "no",
        "slew_viol_final": 0,
    },
    "floorplan": {
        "die_h_um": 90,
        "fp_util": 0.205,
        "ios": 3,
        "die_area_mm2": 0.00810,
        "die_w_um": 90,
        "core-area_mm2": 0.00472,
        "std_cell_rows": 25,
    },
    "worst_setup_path": {
        "cp_data_arrival_time_ns": 2.15,
        "worstSetupPathType": "register to register",
        "required_ns": 3.52,
        "startpoint_type": "register",
        "worstPathCellList": "ha_1, nand3_2, nor4_1, a41o_1, nor2_1",
        "worst_path_largest_cell_delay_ns": 0.69,
        "crit_slowest_cell": "a41o_1",
        "crit_path_max_fanout": 21,
        "worstSetupEndpointType": "register",
    },
    "clock_network": {
        "cts_root_buf": "clkbuf_8",
        "cts_tree": "yes",
        "post_cts_resized": 0,
        "cts_hold_buf": 0,
        "clock_sinks": 22,
        "cts_max_path_buffers": 2,
        "cts.clk_slew.worst_paths_ns": 0.07,
        "htreeDepth": 1,
        "post-cts-setup-buffers": 0,
        "cts_buffers": 3,
        "clock_latency_ns": 0.25,
    },
    "layout": {
        "drive_gt1_frac": 0.0721,
        "area_growth_pct": 14.2,
        "fin_area_mm2": 0.00110,
        "utilization": 0.234,
        "logic_area_um2": 504,
        "regArea_um2": 440,
        "fillers": 522,
    },
    "power_and_ir_drop": {
        "p_sw_frac": 0.199,
        "power.share.sequential": 0.614,
        "leakage_nw": 0.337,
        "totalPowerFinal_uw": 431,
        "power_density_mw_per_mm2": 390,
        "p_clk_frac": 0.359,
        "peakVddDrop_mv": 0.161,
        "p_switching_uw": 85.7,
        "pwr-share-comb": 0.027,
        "internal_power_uw": 345,
    },
    "hold_path": {
        "min_path_type": "register to register",
    },
    "synth": {
        "syn_avg_cell_area_um2": 8.96,
        "yosys_most_used_dff": "dfxtp_1",
        "yosysMostFrequentCell": "dfxtp_1",
        "synthTopCellsByArea": "dfxtp_1 46%, xnor2_1 12%, nor2_1 8.2%",
        "synth_cells": 108,
        "edf_count": 0,
        "async_flop_share": 0,
        "netlist.area_leader.share": 0.455,
        "yosys.area.top_type": "dfxtp_1",
        "postSynthSeqShare": 0.455,
        "yosysChipArea_um2": 967,
        "netlist_area_um2": 967,
        "ys_top_cells_by_count": "22 x dfxtp_1, 21 x nor2_1, 13 x xnor2_1, 6 x nand3_1, 6 x nor4_1",
        "ys_cells": 108,
        "yosysUniqueCellTypes": 23,
        "ys_warn_count": 1,
        "ys.flops": 22,
    },
    "global_route": {
        "grt_max_degree": 22,
        "track_usage": 0.0435,
        "antenna_found_initial": 0,
        "grt-ovfl-total": 0,
        "grt_pass1_wl_um": 3040,
        "grt_pass1_vias": 634,
    },
    "placed_design": {
        "hpwl_um": 1160,
        "place_congestion": 0.769,
        "io_buffers": 2,
        "detailed_place.area_mm2": 0.00106,
    },
}
-- flip-flops by register name, indices dropped and copies added (netlist names) --
signal and flops:
count 21, second_m 1
-- cells in the final DEF, fill, tap and decap left out --
cell type	count
a21oi_1	4
a41o_1	1
and4_1	1
clkbuf_8	3
clkdlybuf4s50_1	2
dfxtp_1	22
ha_1	1
inv_1	4
mux2i_1	1
nand2_1	5
nand3_1	6
nand3_2	1
nand4_1	2
nand4_2	1
nand4_4	1
nor2_1	21
nor3_1	5
nor4_1	6
nor4b_1	1
o21ai_0	3
or3_1	3
or4_4	2
xnor2_1	13
xor2_1	2
-- worst paths after layout --
kind,from,to,slack (ns),depth (start not counted)
min reg2reg,count[0]$_SDFF_PP0_,count[0]$_SDFF_PP0_,0.48,1
max reg2reg,count[0]$_SDFF_PP0_,count[2]$_SDFF_PP0_,1.37,5
min,count[0]$_SDFF_PP0_,count[0]$_SDFF_PP0_,0.48,1
max,count[0]$_SDFF_PP0_,count[2]$_SDFF_PP0_,1.37,5
-- power groups by stage --
stage | Clock (mW) | Sequential (mW) | Combinational (mW)
finish | 0.154 | 0.265 | 0.0117
global route | 0.174 | 0.265 | 0.0138
CTS | 0.163 | 0.265 | 0.0120
-- area by class of cell --
type / count / share of cell area
flip-flops and latches: 22 / 0.399
clock buffers: 3 / 0.0374
multi-input cells: 80 / 0.456
repair buffers: 2 / 0.0181
inverters: 4 / 0.0136
well taps: 67 / 0.0759
-- routing by layer --
metal  up-vias  wire (µm)  GRT usage
li1        382          -          -
met1       331        933     0.0631
met2         9        681     0.0611
met3         2         89     0.0184
met4         0          8    0.00265
met5         -          0          0
-- logic make-up after synthesis --
| logic type | count (synthesis) | synth area share |
|---|---|---|
| AND-OR/OR-AND | 8 | 0.0466 |
| buffers and inverters | 6 | 0.0233 |
| multiplexers | 1 | 0.0103 |
| adder cells (fa/ha/maj) | 1 | 0.0129 |
| AND/OR/NAND/NOR | 55 | 0.316 |
| flip-flops | 22 | 0.455 |
| XOR/XNOR | 15 | 0.136 |
-- worst max-delay path, delay by kind of cell (launching register included) --
family                   cells  cell delay, ns
AND/OR/NAND/NOR              3            0.58
AND-OR/OR-AND                1            0.69
adder cells (fa/ha/maj)      1            0.22
flip-flops                   1            0.39
-- through the flow --
step,setup slack [ns],hold WS (ns),std cells
after floorplan,1.61,0.440,108
after global placement,1.38,0.459,175
after detailed placement,1.39,0.469,175
after CTS,1.38,0.495,178
after global routing,1.12,0.537,178
final,1.37,0.482,178
Power and IR drop assume default switching activity.
