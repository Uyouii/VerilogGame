==> ./design.v <==
`timescale 1ns / 1ps
module clk_01ms(
	input clk,
	input reset,
	output clk_01ms
    );
reg[20:0] count;
reg second_m;
initial count <= 0;
	always@(posedge clk)begin
		if(reset || (count == 4999))begin
			count <= 0;
			second_m <= 1;
		end
		else begin
			count <= count + 1;
			second_m <= 0;
			end
		end
assign clk_01ms = second_m;
endmodule
==> ./run.sh <==
#!/bin/bash
# OpenROAD 26Q1-2900-gdf79404cd8, Yosys 0.63+post, stock flow scripts
make -C /OpenROAD-flow-scripts/flow DESIGN_CONFIG=/design/flow/config.mk WORK_HOME=/design/flow/orfs finish
==> ./config.mk <==
export PLATFORM = sky130hd
export DESIGN_NAME = clk_01ms
export DESIGN_NICKNAME = clk_01ms
export VERILOG_FILES = /design/flow/design.v
export SDC_FILE = /design/flow/constraint.sdc
export NUM_CORES = 4
export LEC_CHECK = 1
export CORE_AREA = 10 10 102 102
export DIE_AREA = 0 0 112 112
==> ./constraint.sdc <==
current_design clk_01ms

set clk_period 2.5
set clk_io_pct 0.2

create_clock -name clk0 -period $clk_period [get_ports {clk}]

set non_clock_inputs [all_inputs -no_clocks]
set_input_delay [expr $clk_period * $clk_io_pct] -clock clk0 $non_clock_inputs
set_output_delay [expr $clk_period * $clk_io_pct] -clock clk0 [all_outputs]
==> out/metrics.csv <==
stage;metric;value;unit
sta;hold_viol;0;
sta;tns;0;ns
pwr;p_per_area;522;nW/um^2
grt;use_met3;0.00977;
cts;cts-resized-gates;0;
drt;routed_via_density;3.39;
cts;cts_setup_buffers;0;
layout;most-common-layout-cells;dfxtp_1, nor2_1, xnor2_1;
grt;grt_max_degree;13;
drt;ant_nets;0;
sta;finalSetupViolations;0;
cts;cts_hold_buf;0;
yosys;postSynthCellCount;112;
cts;clk_latency;0.26;ns
layout;comb_area;528;um^2
layout;fillers;917;
sta;rsz0062_at_grt;false;
yosys;ys.flops;22;
drt;dr.pass1.iters;4;
cts;h-tree-depth;1;
grt;grt_pass1_vias;690;
grt;grt_use_total;0.0287;
sta;drv_slew;0;
drt;wire_per_inst;7.88;um
grt;grt_pass1_wl;3170;um
pwr;p_leak;0.000343;uW
sta;max_slew_margin;0.567;
setup_path;arrival;2.14;ns
yosys;top_cells_by_area;dfxtp_1, xnor2_1, nor2_1;
drt;drt-total-wl;1760;um
layout;flop_area;440;um^2
grt;grt_use_met1;0.0399;
place;pre_cts_ws;0.573;ns
cts;cts_tree;yes;
grt;gr-usage-met2;0.0427;
yosys;yosys_area;993;um^2
layout;drive_gt1_frac;0.110;
place;gp_congestion;0.778;
sta;fmax;0.513;GHz
flow_run;warnings;25;
status;status;completed;
place;dp_hpwl;1270;um
setup_path;worst_setup_path_start_kind;flop;
place;placed_area;1160;um^2
yosys;ys_types;27;
sta;fin_worst_skew;0.00113;ns
grt;antenna_found_initial;0;
layout;area_delta_synth_final;22.0;%
setup_path;critPathKind;flop to flop;
drt;antenna_cells;0;
setup_path;rrSetupSlack;0.55;ns
cts;cts-root-buf;clkbuf_8;
sta;fin_crit_sh;0.780;
pwr;irDropWorstVdd;0.392;mV
floorplan;die_x;112;um
setup_path;worstPathMaxFanout;7;
min_path;hold_class;flop to flop;
setup_path;cp.required;2.69;ns
sta;worst_pin_slew;0.643;ns
yosys;syn_area;993;um^2
grt;busiest_layer;met2;
grt;overflow;0;
drt;drt_iter0_drc;41;
layout;fin_cells;223;
floorplan;core;8220;um^2
place;dp_cells;219;
yosys;synth.top_cell.area_share;0.443;
place;io_buffers;2;
layout;final_area;1210;um^2
setup_path;end_kind;flop;
yosys;avgSynthCellArea;8.87;um^2
yosys;ys_seq_share;0.443;
yosys;yosys_cells;112;
floorplan;fp-utilization;0.121;
cts;path_clk_slew;0.08;ns
cts;numCtsBuffers;3;
floorplan;num_rows;33;
sta;finalWorstPathRequiredPeriod;1.95;ns
yosys;post-synth-top-area-cell;dfxtp_1;
drt;drc;0;
yosys;yosys_warnings;1;
floorplan;pin_count;3;
flow_run;max_cap_viol_count;0;
cts;clk_path_buf_depth;2;
drt;vias;755;
layout;lay_top_count;dfxtp_1;
cts;cts.sinks;22;
floorplan;die-area;12500;um^2
sta;setup_ws;0.549;ns
floorplan;die_y;112;um
## flip-flops by register name (all words and copies together) (netlist names)
signal,count
count,21
second_m,1
## routing by layer
metal / vias up / share of wire
met3: 2 / 0.050
li1: 403 / -
met1: 336 / 0.53
met2: 14 / 0.40
met5: - / 0
met4: 0 / 0.019
## where the power goes
part | switching, uW | internal [uW] | total [uW]
sequential | 4.87 | 355 | 360
combinational | 10.2 | 9.31 | 19.5
clock | 113 | 140 | 253
## Yosys cell counts
cell type and count:
dfxtp_1 22, nor2_1 20, xnor2_1 13, inv_1 6
nand2_1 6, nand3_1 6, nor4_1 6, nor3_1 4
o21ai_0 4, or3_1 4, a21oi_1 2, a21oi_2 2
buf_2 2, nand4_1 2, a31oi_1 1, and4_1 1
ha_1 1, mux2i_1 1, nand3_2 1, nand4_2 1
nand4_4 1, nor4b_1 1, o41ai_1 1, or4_1 1
or4_4 1, or4b_1 1, xor2_1 1
## final cells by class
cell class	count	share of cell area
clock buffers	4	0.0454
well taps	105	0.108
repair buffers	4	0.0289
multi-input cells	82	0.436
inverters	6	0.0186
flip-flops and latches	22	0.363
## cells by family (layout without fill, tap and decap cells)
kind of cell,after synthesis,in the layout,synth area share
AOI/OAI and AO/OA,10,10,0.0630
xor gates and xnor gates,14,14,0.123
adders and majority gates,1,1,0.0126
buffers and inverters,8,14,0.0327
DFF,22,22,0.443
muxes,1,1,0.0101
and+or+nand+nor,56,56,0.315
## final timing paths
check | depth (start not counted) | startpoint | end
max | 5 | count[0] | count[16]
min | 1 | count[0] | count[0]
max reg2reg | 5 | count[0] | count[16]
min reg2reg | 1 | count[0] | count[0]
## critical path, stage by stage, from the launching register on
cell     delay (ns)
dfxtp_1        0.39
ha_1           0.24
nand3_2        0.18
or4_1          0.61
or3_1          0.32
a21oi_1        0.14
## metrics by stage
stage               power [uW]  utilization  hold WS [ns]
floorplan                  379            -         0.440
global placement           388        0.141         0.455
detailed placement         388        0.141         0.467
CTS                        639        0.148         0.486
global route               661        0.148         0.540
finish                     633        0.148         0.485
Power and IR drop assume default switching activity.
